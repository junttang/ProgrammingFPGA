File: flow/run.sh
#!/bin/bash
# OpenROAD 26Q1-2900-gdf79404cd8, Yosys 0.63+post, stock flow scripts
make -C /OpenROAD-flow-scripts/flow DESIGN_CONFIG=/design/flow/config.mk WORK_HOME=/design/flow/orfs finish
File: flow/config.mk
export PLATFORM = sky130hd
export DESIGN_NAME = bcd_to_decimal_decoder
export DESIGN_NICKNAME = bcd_to_decimal_decoder
export VERILOG_FILES = /design/flow/design.v
export SDC_FILE = /design/flow/constraint.sdc
export NUM_CORES = 4
export LEC_CHECK = 1
export CORE_AREA = 10 10 70 70
export DIE_AREA = 0 0 80 80
File: flow/constraint.sdc
current_design bcd_to_decimal_decoder

set clk_period 1.0
set clk_io_pct 0.2

create_clock -name clk0 -period $clk_period

set non_clock_inputs [all_inputs -no_clocks]
set_input_delay [expr $clk_period * $clk_io_pct] -clock clk0 $non_clock_inputs
set_output_delay [expr $clk_period * $clk_io_pct] -clock clk0 [all_outputs]
File: flow/design.v
`timescale 1ns / 1ps
module bcd_to_decimal_decoder(
    input A3, input A2, 
    input A1, input A0,
    output D0, output D1, 
    output D2, output D3, 
    output D4, output D5, 
    output D6, output D7, 
    output D8, output D9
    );
    assign D0 = ~A3 & ~A2 & ~A1 &~A0;
    assign D1 = ~A3 & ~A2 & ~A1 & A0;
    assign D2 = ~A3 & ~A2 & A1 & ~A0;
    assign D3 = ~A3 & ~A2 & A1 & A0;
    assign D4 = ~A3 & A2 & ~A1 & ~A0;
    assign D5 = ~A3 & A2 & ~A1 & A0;
    assign D6 = ~A3 & A2 & A1 & ~A0;
    assign D7 = ~A3 & A2 & A1 & A0;
    assign D8 = A3 & ~A2 & ~A1 & ~A0;
    assign D9 = A3 & ~A2 & ~A1 & A0;
endmodule
==> notes.md <==
yosys + openroad results -> Die Wd about 80 µm, wire per inst 9.20 µm, # diodes 0, Avg Inst Size Synth between 10 and 15 µm², logic area 193 µm², Worst Path Max Fanout 4, crit-path max cell delay ~0.25 ns, worst hold slack 0.731 ns, VDD IR max about 0.13 mV, failing checks setup timing, crit path DAT 0.91 ns, most frequent logic cell in the layout buf_2, Final Hold Viols 0, normalized max-slew margin between 80 and 90%, power per standard cell area around 320 nW/µm², Leak 0.230 nW, Port Buffers 14, Worst path slowest cell nor4bb_4, Worst Tran Pin Value approximately 0.19 ns, # DRC 0, Setup violations, final 10, Tool Warnings 34, Yosys chip area about 200 µm², outcome finished, violations left, CP endpoint kind output port, Site Rows 21, Top-area cell share 30.2%, Top cells by area nor4b_2 (30%), nor4bb_4 (25%), buf_6 (17%), and4bb_1 (13%), nor4_2 (6.3%), first-pass GRT wire length between 1000 and 1500 µm, top cell family by delay on the critical path buffers and inverters, gpl congestion 0.678, DRT Wirelength around 750 µm, filler instances a little under 400, Initial DRC Count 3, antenna viol nets, final 0, Buffers & Inverters on Critical Path 4, yosys cell count 14, layout cell share with drive strength beyond 1 91.7%, initial antenna violation count 0, grt total ovfl 0, DR vias/cell ~2.5, pre-CTS setup slack -0.846 ns, Top Layout Cells buf_2 (10), buf_6 (8), buf_8 (5), fmax 901 MHz, critical path class input port to output port, I/O pins 14, Die H around 80 µm, vias in the first global route approximately 230, critical path startpoint category input port, placed cells 78, DP Wirelength ~620 µm, clkbuf count 0, Sum Neg Setup Slack -0.361 ns, Levels on crit path 5, Hold Path Class input port to output port, worst setup margin -0.110 ns, Detailed Routing Iterations Pass 1 3, Final min period approximately 1.1 ns, vias ~200, cell count after synthesis 14, Hold Path Stages 3, FP Util just under 6%, Flops 0, crit-path cells buf_6, buf_6, buf_12, nor4bb_4, buf_2, yosys warns 0, CTS Hold Buffers Added 0, Layout area overhead 152%, crit share post-route 111%, core area 3420 µm², Register Area 0 µm², Post-synth seq share 0%, Synth Cell Area between 150 and 200 µm², overall global routing resource usage 2.40%, RSZ-0062 raised after global routing yes, most numerous cell on the critical path buf_6, DIE AREA roughly 6400 µm², WP data required ~0.8 ns, distinct lib cells 7, post-synth top area cell nor4b_2, Max Slew Vio Count 0, largest net degree at the start of global routing 6, number of max-cap violations 0, final instance count without filler cells 82
## repair_timing
item	in CTS	in global routing
pin swaps	10	4
resized	63	7
hold endpoints to repair	0	0
endpoints found under the setup margin	10	9
setup buffers	3	1
## power by group
group          switching, mW  internal (mW)  leakage (nW)  total, mW
clock network              0              0             0          0
logic                 0.0572          0.105         0.230      0.162
registers                  0              0             0          0
## final cells by class
class                      instances  area share, %
multi-input combinational         10           38.5
tap                               46           11.5
timing repair buffer              26           50.0
## cells in the mapped netlist
library cell,instances
and4bb_1,2
and4b_1,1
nor4bb_4,2
buf_6,3
nor4b_2,4
nor4_2,1
buf_4,1
## worst paths after layout
kind / from / to / slack (ns)
max: A0 / D6 / -0.11
min: A2 / D4 / 0.73
## metrics by stage
stage	cell area, µm²	power, mW	utilization, %
final	500	0.162	14.7
after global routing	500	0.173	14.7
after CTS	452	0.141	13.2
after detailed placement	415	0.112	12.2
after global placement	415	0.110	12.2
after floorplan	199	0.0602	-
## metal layers
layer	GRT usage, %	wire [µm]	up-vias
li1	-	-	103
met1	4.42	495	87
met2	2.25	177	14
met3	1.02	81	0
met4	0	0	0
met5	0	0	-
## cells by family after synthesis
group / count (synthesis) / synth area share (%)
buffers and inverters: 4 / 20.8
and+or+nand+nor: 10 / 79.2
Power and IR drop assume default switching activity.
