`flow/config.mk`:
```
export PLATFORM = sky130hd
export DESIGN_NAME = seven_segment_display
export DESIGN_NICKNAME = seven_segment_display
export VERILOG_FILES = /design/flow/design.v
export SDC_FILE = /design/flow/constraint.sdc
export NUM_CORES = 4
export LEC_CHECK = 1
export CORE_AREA = 10 10 70 70
export DIE_AREA = 0 0 80 80
```
`flow/constraint.sdc`:
```
current_design seven_segment_display

set clk_period 1.4
set clk_io_pct 0.2

create_clock -name clk0 -period $clk_period

set non_clock_inputs [all_inputs -no_clocks]
set_input_delay [expr $clk_period * $clk_io_pct] -clock clk0 $non_clock_inputs
set_output_delay [expr $clk_period * $clk_io_pct] -clock clk0 [all_outputs]
```
`flow/design.v`:
```
`timescale 1ns / 1ps
module seven_segment_display(
    input A, 
    input B, 
    input C, 
    input D,
    output DP,
    output segA, 
    output segB, 
    output segC, 
    output segD, 
    output segE, 
    output segF, 
    output segG,
    output digit
    );
    assign DP = 1;
    assign segA = (B & C) | (~A & C) | (A & ~D) | (~B & ~D) | (~A & B & D) | (A & ~B & ~C);
    assign segB = (~B & ~C) | (~B & ~D) | (~A & C & D) | (A & ~C & D) | (~A & ~C & ~D);
    assign segC = (~C & D) | (~A & D) | (A & ~B) | (~A & B) | (~B & ~C);
    assign segD = (~B & C & D) | (~A & C & ~D) | (B & ~C & D) | (A & B & ~D) | (~B & ~C & ~D);
    assign segE = (A & C) | (A & B) | (C & ~D) | (~B & ~D);
    assign segF = (A & C) | (A & ~B) | (B & ~D) | (~C & ~D) | (~A & B & ~C);
    assign segG = (A & C) | (A & ~B) | (~B & C) | (~A & B & ~D) | (B & ~C & D) ;
    assign digit = segA | segB | segC | segD | segE | segF | segG | DP;
endmodule
```
`flow/run.sh`:
```
#!/bin/bash
# OpenROAD 26Q1-2900-gdf79404cd8, Yosys 0.63+post, stock flow scripts
make -C /OpenROAD-flow-scripts/flow DESIGN_CONFIG=/design/flow/config.mk WORK_HOME=/design/flow/orfs finish
```
==> results.cfg <==
; synthesis and place-and-route metrics
[status]
status = finished clean

[finish]
final_cell_mix = buf_4 (11), buf_2 (5), buf_6 (3)
drive_gt1_share_pct = 66.1
ff_count = 0
lay_top_count = buf_4
ff_latch_area_um2 = 0
utilization_pct = 15.3
fill_cells = 398
syn2layout_area_growth_pct = 103
clkbuf_count = 0

[route]
routed_wl_um = 896
vias = 316
wire_per_inst_um = 8.78
ant_nets = 0
antenna_cells = 0
drc = 0
drt_iter0_markers = 25
avgViaCountPerCell = 3.10
drt-pass1-iter-count = 4

[synth]
yosys_area_um2 = 258
synth.distinct_cells = 24
synth-seq-area-share_pct = 0
syn_area_um2 = 258
syn_avg_cell_area_um2 = 6.97
yosys_warnings = 0
syn_inst = 37
yosys-stat-cells = 37

[floorplanning]
die_area_um2 = 6400
die_y_um = 80
row_count = 21
core_area_um2 = 3420
fp.dieW_um = 80
io-pin-count = 13
fp_util_pct = 7.55

[worst_hold_path]
hold_depth = 5
min-delay-start = D
worstHoldEndpoint = segB
hold_class = input port to output port

[pwr]
vdd_drop_max_uv = 45.9
p_leak_nw = 0.220
total_power_mw = 0.148
p_per_area_nw_per_um2 = 282

[global_route]
antenna_found_initial = 0
grt.overflow.total = 0
grt_max_degree = 10
first_global_vias = 343
grt_pass1_wl_mm = 1.52
grtUsageTotal_pct = 2.82

[sta]
hold_viol_final = 0
setup_viol_count_final = 0
post-route-period-util_pct = 96.6
clock.fmax_ghz = 0.740
finalMaxSlewViolations = 0
rsz0062_at_grt = false
period_minus_slack_ps = 1350

[worst_setup_path]
worst-setup-path-type = input port to output port
crit_path_end_kind = output port
arrival_ps = 1070
crit_path_start_kind = input port
path_max_fanout = 7
max_stage_delay_ps = 270
slowest_stage = a221oi_2
required_ps = 1120
startpoint = B
worstPathCellList = buf_8, buf_4, nor2b_1, a221oi_2, buf_2

[placement]
dp.final_hpwl_um = 658
gp_congestion = 0.791
port_buffers = 11

[flow_run]
maxCapViolCount = 0
tool_warnings = 32

[clock_network]
postCtsHoldBufs = 0
==> critical path, delay by kind of cell <==
kind | cells | cell delay, ps
AND/OR/NAND/NOR | 1 | 130
AND-OR/OR-AND | 1 | 270
buffers and inverters | 3 | 400
==> power by group <==
| part | total (mW) | leakage (nW) | switching (mW) | internal [mW] |
|---|---|---|---|---|
| Clock | 0 | 0 | 0 | 0 |
| Sequential | 0 | 0 | 0 | 0 |
| Combinational | 0.148 | 0.220 | 0.0600 | 0.0880 |
==> per-stage QoR <==
| step | hold WS (ps) | setup slack (ps) | setup TNS, ps | cell area [um^2] | instances |
|---|---|---|---|---|---|
| after CTS | 938 | 5.23 | 0 | 505 | 103 |
| after detailed placement | 1640 | -794 | -5340 | 442 | 97 |
| after floorplan | 701 | 272 | 0 | 262 | 38 |
| after global placement | 1660 | -765 | -5120 | 442 | 97 |
| after global routing | 952 | 3.57 | 0 | 524 | 102 |
| final | 916 | 47.8 | 0 | 524 | 102 |
==> how the worst max path moves through the flow <==
stage / to / slack, ps / depth (start not counted)
CTS: segA / 5 / 6
global route: segB / 4 / 5
finish: segB / 50 / 5
==> per-layer routing <==
metal	part of all wire, %	wire length (um)	global-route usage (%)
met1	43	382	3.30
met4	0	0	0
met2	47	420	5.30
met5	0	0	0
met3	10	93	0.682
==> cell usage after synthesis, drive strengths merged, types with 2 or more instances <==
master	instances	share of area, %
a21oi	3	5.8
nor3	2	3.9
nor2b	2	4.9
a2bb2oi	2	9.2
nand2	4	5.8
nand2b	3	7.3
buf	6	18
nor2	3	5.3
==> logic make-up after synthesis <==
logic type | Yosys count | synth area share (%)
AND-OR/OR-AND | 10 | 34.9
XOR/XNOR | 1 | 3.40
other | 1 | 1.45
buffers and inverters | 7 | 19.9
AND/OR/NAND/NOR | 18 | 40.3
==> final cells by class <==
cell class                 count  area (um^2)  area share, %
inverter                       1         3.75          0.716
multi-input combinational     31          267           50.8
tap                           46         57.6           11.0
timing repair buffer          24          196           37.5
==> what timing repair did <==
item                                    in CTS  in global routing
setup buffers                                5                  0
pin swaps                                    6                  4
endpoints found under the setup margin       7                  5
gates cloned                                 1                  0
gates resized                               51                 11
Power is estimated from default activity; no workload was simulated.
