==> flow/run.sh <==
#!/bin/bash
# OpenROAD 26Q1-2900-gdf79404cd8, Yosys 0.63+post, stock flow scripts
make -C /OpenROAD-flow-scripts/flow DESIGN_CONFIG=/design/flow/config.mk WORK_HOME=/design/flow/orfs finish
==> flow/config.mk <==
export PLATFORM = sky130hd
export DESIGN_NAME = four_bit_binary_parallel_subtractor
export DESIGN_NICKNAME = four_bit_binary_parallel_subtractor
export VERILOG_FILES = /design/flow/design.v
export SDC_FILE = /design/flow/constraint.sdc
export NUM_CORES = 4
export LEC_CHECK = 1
export CORE_AREA = 10 10 70 70
export DIE_AREA = 0 0 80 80
==> flow/constraint.sdc <==
current_design four_bit_binary_parallel_subtractor

set clk_period 1.7
set clk_io_pct 0.2

create_clock -name clk0 -period $clk_period

set non_clock_inputs [all_inputs -no_clocks]
set_input_delay [expr $clk_period * $clk_io_pct] -clock clk0 $non_clock_inputs
set_output_delay [expr $clk_period * $clk_io_pct] -clock clk0 [all_outputs]
==> flow/design.v <==
`timescale 1ns / 1ps
module four_bit_binary_parallel_subtractor(
    input [3:0] A, 
    input [3:0] B,
    input S,              
    output [3:0] Sum,
    output Cout
    );
    wire C0, C1, C2;     
    one_bit_full_subtractor FA0(A[0], B[0], S, Sum[0], C0);
    one_bit_full_subtractor FA1(A[1], B[1], C0, Sum[1], C1);
    one_bit_full_subtractor FA2(A[2], B[2], C1, Sum[2], C2);
    one_bit_full_subtractor FA3(A[3], B[3], C2, Sum[3], Cout);
endmodule
`timescale 1ns / 1ps
module one_bit_full_subtractor(
    input A, 
    input B, 
    input Bin,
    output Diff, 
    output Bout
    );
    assign Bout = (Bin & (~A | B)) | (~A & B);
    assign Diff = A ^ B ^ Bin;
endmodule
==> impl_metrics.json <==
{
  "portBuffers": 14,
  "ys_sh_adder_pct": 54.2,
  "viasPerCell": 1.62,
  "gp_congestion": 0.792,
  "core_sq_um": 3420,
  "synthToLayoutAreaGrowth_pct": 115,
  "yosysUniqueCellTypes": 3,
  "antenna_found_initial": 0,
  "nFillCells": 412,
  "fin_ws_ns": -0.630,
  "grt_pass1_wl_um": 786,
  "num_io_pins": 14,
  "dieWidth_um": 80,
  "start_kind": "input pin",
  "min_period_ns": 2.33,
  "num_rows": 21,
  "netlist_area_sq_um": 148,
  "drt_iter0_markers": 1,
  "synth_top_area_share_pct": 54.2,
  "final_antenna_net_count": 0,
  "worstSetupPathType": "input pin to output port",
  "power_density_nw_per_um2": 243,
  "common_cells": "10 x inv_1, 4 x buf_4, 4 x fa_1",
  "status": "complete, but fails checks",
  "register_area_sq_um": 0,
  "total_power_uw": 77.3,
  "topCellsByArea": "fa_1 54%, inv_1 25%, buf_4 20%",
  "slowest_delay_ns": 0.42,
  "syn-mean-instance-area_sq_um": 8.20,
  "grt-ovfl-total": 0,
  "hpwl_um": 442,
  "grt_max_degree": 2,
  "cp-end-kind": "output port",
  "fin_util_pct": 9.30,
  "cp_slowest_cell": "fa_2",
  "violations": "negative setup slack",
  "antennaDiodeCount": 0,
  "synthesis.instances": 18,
  "grt_usage_pct": 1.53,
  "slew_violations": 0,
  "crit_arrival_ns": 1.99,
  "yosysMostFrequentCell": "inv_1",
  "crit_chain": "buf_6 -> inv_4 -> fa_2 -> inv_2 -> fa_2 -> fa_2 -> inv_2 -> fa_2 -> buf_2",
  "p_leak_nw": 0.141,
  "chipArea_sq_um": 6400,
  "yosys_cells": 18,
  "worst_slew_pin_slew_ns": 0.0989,
  "setup_viol": 4,
  "grt_pass1_vias": 154,
  "num-clock-buffers": 0,
  "yosysTopAreaCell": "fa_1",
  "worst_ep_required_time_ns": 1.36,
  "xor_area_share_pct": 0,
  "drt_pass1_iterations": 2,
  "cp_top_family": "adder cells",
  "routedWlPerCell_um": 6.01,
  "max_freq_ghz": 0.429,
  "slew_headroom_pct": 93.4,
  "drc": 0,
  "max_cap_violations": 0,
  "finalClockPeriodUsage_pct": 137,
  "finalHoldWorstSlack_ns": 1.16,
  "hold_violations": 0,
  "cp_max_fo": 1,
  "vdd_drop_max_mv": 0.0596,
  "aoi_share_pct": 0,
  "cts_hold_buffers": 0,
  "yosys_warnings": 0,
  "synth.mux.area_fraction_pct": 0,
  "synth-seq-area-share_pct": 0,
  "floorplan.core_util_pct": 4.32,
  "cp_common_cell": "fa_2",
  "rsz0062_at_grt": "true",
  "ys_chip_area_sq_um": 148,
  "layout-drive-gt1-share_pct": 60.7,
  "vias": 120,
  "simple_gate_share_pct": 0,
  "path_buffers": 5,
  "die_h_um": 80,
  "drt_wl_total_um": 445,
  "flops": 0,
  "stage_log_warnings": 35,
  "topCombFamilyByArea": "adder cells",
  "worstHoldPathType": "input pin to output port"
}
[worst paths after layout]
check | start | end | slack, ns | cells past startpoint
setup / recovery | S | Sum[3] | -0.63 | 9
hold / removal | A[0] | Sum[0] | 1.16 | 3
[cell usage in the layout (no fill, tap or decap)]
master and n:
fa_2 4, buf_8 1, inv_1 4, buf_2 5, buf_6 1, inv_12 1, dlygate4sd2_1 3, inv_4 1
inv_2 4, clkdlybuf4s50_1 4
[final cells by class]
cell class                      count  area [sq um]  area share [%]
Inverter                           10          52.6            16.5
Timing Repair Buffer               14           118            37.0
Multi-Input combinational cell      4          90.1            28.3
Tap cell                           46          57.6            18.1
[report_power, final]
group          leakage, nW  switching, mW  internal (mW)  total, mW
Sequential               0              0              0          0
Combinational        0.141         0.0306         0.0467     0.0773
Clock                    0              0              0          0
Total                0.141         0.0306         0.0467     0.0773
[per-layer routing]
layer	GRT usage (%)	part of all wire (%)
met4	0	0
met1	2.21	45
met5	0	0
met3	0.909	22
met2	2.01	32
[repair_timing]
| item | in CTS | in global routing |
|---|---|---|
| resized | 36 | 2 |
| buffers inserted | 0 | 0 |
| pin swaps | 4 | 4 |
| endpoints found under the setup margin | 5 | 4 |
[cells by family after synthesis]
group                      after synthesis
adders and majority gates                4
buffers and inverters                   14
[per-stage QoR]
step | cells | area (sq um) | worst slack, ns | setup TNS (ns)
3_5_place_dp | 74 | 338 | -1.47 | -5.67
4_1_cts | 74 | 318 | -0.749 | -1.75
2_1_floorplan | 18 | 170 | -0.446 | -0.804
5_1_grt | 74 | 318 | -0.670 | -1.64
6_report | 74 | 318 | -0.630 | -1.42
3_3_place_gp | 74 | 338 | -1.46 | -5.64
Power and IR drop assume default switching activity.
